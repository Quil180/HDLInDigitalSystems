**flow/run.sh**
```bash
#!/bin/bash
# OpenROAD 26Q1-2900-gdf79404cd8, Yosys 0.63+post, stock flow scripts
make -C /OpenROAD-flow-scripts/flow DESIGN_CONFIG=/design/flow/config.mk WORK_HOME=/design/flow/orfs finish
```
**flow/config.mk**
```make
export PLATFORM = sky130hd
export DESIGN_NAME = shift_reg
export DESIGN_NICKNAME = shift_reg
export VERILOG_FILES = /design/flow/design.v
export SDC_FILE = /design/flow/constraint.sdc
export NUM_CORES = 4
export LEC_CHECK = 1
export CORE_AREA = 10 10 91 91
export DIE_AREA = 0 0 101 101
```
**flow/constraint.sdc**
```tcl
current_design shift_reg

set clk_period 1.0
set clk_io_pct 0.2

create_clock -name clk0 -period $clk_period [get_ports {clk}]

set non_clock_inputs [all_inputs -no_clocks]
set_input_delay [expr $clk_period * $clk_io_pct] -clock clk0 $non_clock_inputs
set_output_delay [expr $clk_period * $clk_io_pct] -clock clk0 [all_outputs]
```
**flow/design.v**
```verilog
`timescale 1ns / 10ps
module shift_reg #(
    parameter DATA_W = 8
) (
    input logic clk,
    reset,
    shift_en,
    input logic [DATA_W-1:0] data_in,
    output logic [DATA_W-1:0] data_out
);
  logic [DATA_W-1:0] stages[3:0];
  always_ff @(posedge clk) begin
    if (reset) begin
      stages[0] <= '0;
      stages[1] <= '0;
      stages[2] <= '0;
      stages[3] <= '0;
    end else if (shift_en) begin
      stages[0] <= data_in;
      stages[1] <= stages[0];
      stages[2] <= stages[1];
      stages[3] <= stages[2];
    end
  end
  assign data_out = stages[3];
endmodule
```
==> results.txt <==
Results of the implementation run.

The final core utilization is 23.3%. The core utilization at floorplan is 18.3%. The number of antenna violations at the first check in global routing is 0. In this run the critical path is formed by clkbuf_2. The standard-cell row count came out at 29. After synthesis, the mean cell area works out to 11.3 um^2. The largest registers in the layout are stages: 32 flops. The buffer-and-inverter tally for the worst setup path is 1. The chip area line in the Yosys stat output reads approximately 1200 um^2.

The deepest clock path buffer count is 2. The final worst-path cycle share came out at 88.9%. The launch point of the critical path was reported as stages[3][6]. The largest fanout on the critical path came out at 2.

The shortest period the worst path allows came out at 0.889 ns. The total wire length after detailed routing came out at 2050 um. The tightest min-delay check is of the primary input to flop type. The number of cells on the worst hold path is listed as 4. The transition time at the pin with the least slew margin came out at 0.143 ns. The area of all sequential standard cells is around 650 um^2. The critical path start-end classification is flop to output port. STA classifies the critical path endpoint as an output port. The AND-OR/OR-AND share of the synthesized area is 0%. The first-pass GRT wire length is 3470 um. Setup repair after global routing left no endpoint under its margin. The number of cells in the design after placement is 194. The most flop-heavy register is stages. The cell with the biggest individual delay on the critical path is dfxtp_2. TritonCTS built the clock tree.

The count of tool warnings is 25. At the worst endpoint, the required time is 0.80 ns. Per STA, the endpoint of the critical path is data_out[6]. The register with the most flip-flops in the layout has 32 of them. The reg-to-reg setup timing slack is 0.29 ns.

Looking at the reg2reg group, the worst path ends at stages[3][7]. The startpoint identified for the worst register-to-register timing path is stages[3][7]. The headroom to the max-slew limit is 90.2%. After clock tree synthesis, the flow added hold-fix buffers numbering 0. The later-pin clock latency in the skew report is 0.28 ns. The number of cell instances after yosys synthesis came out at 103. Synthesis inferred 32 register bits.

STA classifies the critical path startpoint as a flop. The maximum vdd drop is about 0.0011 V. The flow measured a signed area growth from synthesis to layout of 27.3%. 19 I/O pins were placed.

The xor-xnor portion of the synthesized cell area is 0%. The post-detailed-route count of antenna-violating nets came out at 0. The number of DRC violations after detailed routing came out at 0. The via count of the first global-routing pass came out at 747. The total CTS buffers is 5. The synthesized netlist cell count is 103. The total area of multi-input combinational cells is 440 um^2.

The pin count of the biggest net entering global routing came out at 33. The average detailed-routed wire length per instance is 10.1 um. The count of input and output buffers came out at 18.

For this run the aggregate overflow at the end of global routing stands at 0. At the end of routability-driven placement, the weighted congestion stood at 0.747. In the synthesized netlist, mux cells make up 27.5% of the area. After floorplanning, the core was sized to cover 6350 um^2. The tree is rooted in a clkbuf_8. The die outline width came out at 101 um. The global router's overall resource usage is 4.28%.

The total power density per cell area is 1730 nW/um^2. The cell leakage power came out at 0.663 nW. The netlist area before placement is 1160 um^2.

The largest stage delay on the critical path is 0.32 ns. The fraction of layout instances using a drive strength above 1 came out at around 23%. The number of design-rule violations left by the first detailed-router iteration is 29. The clock tree skew after final layout came out at 0.00199 ns. The average via count per standard cell came out at 3.64. For this run, the number of Yosys warnings is 2.

After synthesis, flip-flops and latches occupy 55.1% of the total area. The highest clock rate is 1.13 GHz. The clock edge transition at the registers on the reported setup and hold paths is 0.06 ns.

Among the non-sequential cells, multiplexers take the most area. The number of failing hold endpoints at the final stage came out at 0. The final route contains between 700 and 800 vias.

The post-synthesis cell type count came out at 6. Per the OpenROAD floorplan log, the height of the die is 101 um. The simple-gate portion of the synthesized area came out at 10.3%. The run finished with clean final reports. The number of gates on the worst path with buffers counted came out at 1. The tightest hold path in the finished design has a slack of 0.419 ns. Looking at the clock tree report, the H-tree level count equals 2. According to the report, the first pass of detailed routing completed in 4 iterations. The die covers 10200 um^2. The synthesized-area fraction occupied by adder cells is 0%. The sink count of the clock tree came out at 32.

The number of antenna cells inserted came out at 0. The report puts the cell count of the worst reg-to-reg path at 3. The tally of non-filler cells in the final layout came out at 203. The number of max-cap violations is 0. The filler cell count is 666. The number of failing setup endpoints in the final timing report is 0.

The critical path data arrival time is 0.69 ns. The cell family contributing the most delay on the critical path is flip-flops. Pins over their slew limit in the final report were tallied at 0.
cells by family after synthesis:
group	Yosys count
AND/OR/NAND/NOR	32
flip-flops	32
multiplexers	32
buffers and inverters	7
worst min path at each step:
stage        start            to  slack (ns)
4_1_cts   shift_en  stages[3][5]        0.42
5_1_grt   shift_en  stages[1][3]        0.44
6_report  shift_en  stages[3][5]        0.42
metal layers:
| metal | GRT usage, % | wire [um] | part of all wire [%] | vias to the layer above |
|---|---|---|---|---|
| met5 | 0 | 0 | 0 | - |
| met1 | 5.21 | 956 | 47 | 336 |
| li1 | - | - | - | 381 |
| met3 | 2.91 | 205 | 10 | 4 |
| met4 | 0.643 | 28 | 1.4 | 0 |
| met2 | 6.24 | 857 | 42 | 18 |
placed cells by master, fill, tap and decap left out:
cell type / synthesis / final
buf_12: 3 / 2
nor2_1: 32 / 32
buf_4: 0 / 3
dfxtp_1: 32 / 24
clkbuf_8: 0 / 7
dfxtp_2: 0 / 8
clkbuf_2: 0 / 8
buf_2: 0 / 1
mux2i_1: 32 / 32
clkdlybuf4s50_1: 0 / 9
cell usage after synthesis (all sizes together):
library cell / count / area, um^2
nor2: 32 / 120
dfxtp: 32 / 641
clkbuf: 3 / 11.3
mux2i: 32 / 320
buf: 4 / 71.3
final cells by class:
class                           count  share of cell area [%]
Clock buffer                        7                    6.50
Sequential cell                    32                    43.9
Timing Repair Buffer               23                    13.3
Multi-Input combinational cell     64                    29.7
Tap cell                           77                    6.50
per-stage QoR:
step	total power, mW	TNS, ns	instance area [um^2]	setup slack, ns
6_report	2.56	0	1480	0.111
3_5_place_dp	1.55	-2.68	1400	-0.0884
4_1_cts	2.59	0	1520	0.000215
5_1_grt	2.70	0	1480	0.0572
3_3_place_gp	1.54	-2.61	1400	-0.0891
2_1_floorplan	1.49	0	1160	0.207
timing repair:
item / CTS / global route
buffers inserted: 2 / 0
endpoints found under the hold margin: 0 / 0
gates resized: 24 / 8
endpoints found under the setup margin: 8 / 8
gates cloned: 0 / 0
where the power goes:
group	switching (mW)	internal [mW]	leakage, nW
Combinational	0.0800	0.103	0.348
Sequential	0.0179	1.31	0.264
Clock	0.431	0.612	0.0503
Power is estimated from default activity; no workload was simulated.
