[flow/design.v]
`timescale 1ns / 1ps
module pipelined (
    input clk,
    input reset,
    input [7:0] x_in,
    output reg [7:0] x_out
);
  reg [7:0] stage1_reg, stage2_reg;
  always @(posedge clk or posedge reset) begin
    if (reset) begin
      stage1_reg <= 8'd0;
      stage2_reg <= 8'd0;
      x_out      <= 8'd0;
    end else begin
      stage1_reg <= (x_in << 1) + 8'd1;
      stage2_reg <= (stage1_reg << 1) + 8'd1;
      x_out      <= (stage2_reg << 1) + 8'd1;
    end
  end
endmodule
[flow/run.sh]
#!/bin/bash
# OpenROAD 26Q1-2900-gdf79404cd8, Yosys 0.63+post, stock flow scripts
make -C /OpenROAD-flow-scripts/flow DESIGN_CONFIG=/design/flow/config.mk WORK_HOME=/design/flow/orfs finish
[flow/config.mk]
export PLATFORM = sky130hd
export DESIGN_NAME = pipelined
export DESIGN_NICKNAME = pipelined
export VERILOG_FILES = /design/flow/design.v
export SDC_FILE = /design/flow/constraint.sdc
export NUM_CORES = 4
export LEC_CHECK = 1
export CORE_AREA = 10 10 73 73
export DIE_AREA = 0 0 83 83
[flow/constraint.sdc]
current_design pipelined

set clk_period 1.0
set clk_io_pct 0.2

create_clock -name clk0 -period $clk_period [get_ports {clk}]

set non_clock_inputs [all_inputs -no_clocks]
set_input_delay [expr $clk_period * $clk_io_pct] -clock clk0 $non_clock_inputs
set_output_delay [expr $clk_period * $clk_io_pct] -clock clk0 [all_outputs]
==> notes.md <==
yosys + openroad results -> Syn. warnings=1, OpenROAD warning count=28, CP cell instances=clkdlybuf4s15_1, htree depth=1, Lkg Pwr=0.3135 nW, max cap viols=0, # clock sinks=18, outcome=completed, detailed-route wire length=686 um, FP Util=12.63%, YS chip area=473.0 um2, area leader, netlist=dfrtp_1, Iteration-0 DRC Markers=3, Final Hold Violation Tally=0, CP endpoint kind=output port, Max Fanout on Critical Path=1, CP Buf/Inv Count=1, first-pass GRT wire length=1124 um, power per cell area=1965 nW/um2, dpl hpwl=562.9 um, Cells after Synth=22, Synth-to-Final Area Change=48.68%, total setup buffers inserted after CTS=0, Syn Std Cell Area=473.0 um2, post-route minimum period=0.9702 ns, P_int=1.154 mW, maximum clock path buffer count=2, Placeable Area=3744 um2, Place WS=-0.01418 ns, max incr delay on CP=0.35 ns, area post-placement=678.2 um2, routability cong.=0.6300, Post-DRT Antenna Nets=0, largest net degree at the start of global routing=19, first drt pass iteration count=2, drt via density=2.195, unique cell type count in the Yosys netlist=4, Design Area, Final=703.2 um2, Synth Seq Share=95.24%, f_max=1.031 GHz, die height=83 um, Setup Skew=0.002447 ns, TritonCTS Buffers=3, Residual DRC=0, vias in the first global route=213, most frequent cell after synthesis=dfrtp_1, pins over their slew limit=0, Final WS setup=0.02981 ns, row count=22, crit share post-route=97.02%, gr usage total=2.018%, Comb pwr share=4.4%, sequential power share=56.0%, Critical Path AT=0.77 ns, Post-synth EDFFs=0, CP startpoint kind=flip-flop, CTS tree=built, ys flops=18, buffers added on ports=14, CP delay by family, top=flip-flops, Post-synth ARST share=100.0%, share of cells above drive strength 1=28.21%, switching share of power=16.47%, Sw Pwr=0.2276 mW, CP max stage cell=dfrtp_1, # Cells Yosys=22, Clk pwr share=39.6%, RSZ-0062 raised after global routing=false, drt wl/cell=7.885 um, Filler cells=413, Late-Pin Clk Latency=0.24 ns, Worst IR Drop VDD=0.0007630 V, Final Setup Violations=0, Top cell area share=95.24%, Avg Inst Size Synth=21.50 um2, grt ovf=0, Top FF cell, synth=dfrtp_1, clock transition at the registers of the reported paths=0.06 ns, Die X=83 um, Hold Path Class=primary input to async pin, n_diodes=0, Vias=191, Critical Path RT=0.80 ns, initial antenna violation count=0, io pins=18, Top cells by area=dfrtp_1 (95%), buf_4 (3.2%), conb_1 (0.79%), die footprint=6889 um2, max reg flops=7, logic area=3.754 um2, crit path kind=flip-flop to output port, register area=450.4 um2, Commonest cells post-synth=dfrtp_1 (18), buf_4 (2), conb_1 (1), inv_1 (1), CTS root buffer=clkbuf_8
[power groups by stage]
| stage | clock network (mW) | registers (mW) | logic [mW] |
|---|---|---|---|
| 6_report | 0.547 | 0.774 | 0.0613 |
| 4_1_cts | 0.564 | 0.774 | 0.0685 |
| 5_1_grt | 0.593 | 0.777 | 0.0694 |
[stage by stage]
stage | hold slack, ns | total power [mW] | util, % | TNS [ns] | std cells
after floorplan | 0.1386 | 0.7983 | - | 0 | 22
after global routing | 0.2911 | 1.440 | 18.78 | 0 | 87
after detailed placement | 0.3347 | 0.8658 | 18.12 | -0.01431 | 83
final | 0.2737 | 1.382 | 18.78 | 0 | 87
after global placement | 0.3326 | 0.8628 | 18.12 | -0.01811 | 83
after CTS | 0.2709 | 1.407 | 19.32 | 0 | 87
[final timing paths]
check / start / to / slack [ns] / depth (start not counted)
worst max-delay path: x_out[2] / x_out[2] / 0.03 / 1
worst min register to register: stage2_reg[2] / x_out[3] / 0.35 / 0
max in group asynchronous: reset / stage2_reg[4] / 0.61 / 3
worst min-delay path: reset / stage2_reg[5] / 0.27 / 3
worst max register to register: stage2_reg[0] / stage2_reg[1] / 0.51 / 0
min in group clk0: stage2_reg[2] / x_out[3] / 0.35 / 0
[layout by cell type (no fill, tap or decap), drive strengths merged]
cell | synthesis | routed
dfrtp | 18 | 18
clkbuf | 0 | 8
clkdlybuf4s50 | 0 | 6
buf | 2 | 3
clkdlybuf4s15 | 0 | 2
inv | 1 | 1
conb | 1 | 1
[routing by layer]
| layer | routed length (um) | global-route usage [%] | share of wire [%] |
|---|---|---|---|
| met1 | 384 | 2.746 | 56 |
| met2 | 181 | 1.885 | 26 |
| met4 | 5 | 0.1538 | 0.73 |
| met3 | 114 | 2.461 | 17 |
| met5 | 0 | 0 | 0 |
[final cells by class]
type / count / area share [%]
clock buffer: 4 / 7.829
inverter: 1 / 0.5338
multi-input combinational: 1 / 0.5338
sequential: 18 / 64.06
tap: 48 / 8.541
timing repair buffer: 15 / 18.51
[repair_timing]
item,CTS,global route
hold buffers,0,0
endpoints found under the setup margin,8,4
hold endpoints to repair,0,0
resized,18,4
[cell families after synthesis]
| logic type | Yosys count | synth area share (%) |
|---|---|---|
| buffers and inverters | 3 | 3.967 |
| DFF | 18 | 95.24 |
| other | 1 | 0.7929 |
Power figures rest on the tool's default switching activity, not on a simulated workload.
